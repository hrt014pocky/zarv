**design/flow/run.sh**
```bash
#!/bin/bash
# OpenROAD 26Q1-2900-gdf79404cd8, Yosys 0.63+post, stock flow scripts
make -C /OpenROAD-flow-scripts/flow DESIGN_CONFIG=/design/flow/config.mk WORK_HOME=/design/flow/orfs finish
```
**design/flow/config.mk**
```make
export PLATFORM = sky130hd
export DESIGN_NAME = jtag_dtm
export DESIGN_NICKNAME = jtag_dtm
export VERILOG_FILES = /design/flow/design.v
export SDC_FILE = /design/flow/constraint.sdc
export NUM_CORES = 4
export LEC_CHECK = 1
export CORE_UTILIZATION = 40
```
**design/flow/constraint.sdc**
```tcl
current_design jtag_dtm

set clk_period 4.4
set clk_io_pct 0.2

create_clock -name clk0 -period $clk_period [get_ports {TCK}]

set non_clock_inputs [all_inputs -no_clocks]
set_input_delay [expr $clk_period * $clk_io_pct] -clock clk0 $non_clock_inputs
set_output_delay [expr $clk_period * $clk_io_pct] -clock clk0 [all_outputs]
```
**design/flow/design.v**
```verilog
module jtag_dtm (
    input rst_n ,
    input  TCK,
    input  TMS,
    input  TDI,
    output reg TDO
);
parameter DTM_TAP_REG_IDCODE = 5'b00001;
parameter DTM_TAP_REG_DTMCS  = 5'b10000;
parameter DTM_TAP_REG_DMI    = 5'b10001;
parameter DTM_TAP_REG_BYPASS = 5'b11111;
localparam TEXT_LOGIC_RESET = 4'h0;
localparam RUN_TEXT_IDLE    = 4'h1;
localparam SELECT_DR_SCAN   = 4'h2;
localparam CAPTURE_DR       = 4'h3;
localparam SHIFT_DR         = 4'h4;
localparam EXIT1_DR         = 4'h5;
localparam PASUE_DR         = 4'h6;
localparam EXIT2_DR         = 4'h7;
localparam UPDATE_DR        = 4'h8;
localparam SELECT_IR_SCAN   = 4'h9;
localparam CAPTURE_IR       = 4'hA;
localparam SHIFT_IR         = 4'hB;
localparam EXIT1_IR         = 4'hC;
localparam PASUE_IR         = 4'hD;
localparam EXIT2_IR         = 4'hE;
localparam UPDATE_IR        = 4'hF;
reg [ 4:0] ir_reg;
reg [39:0] shift_reg;
reg [31:0] idcode;
wire      dmi_hard_reset;
wire      dmi_rest;
reg [2:0] dtmcs_idle;
reg [5:0] dtmcs_abits;
reg [3:0] dtmcs_version;
wire [31:0] dtmcs;
reg [3:0] tap_state, next_state;
always @(posedge TCK or negedge rst_n) begin
    if(!rst_n) begin
        tap_state <= TEXT_LOGIC_RESET;
    end
    else begin
        tap_state <= next_state;
    end
end
always @(*) begin
    case (tap_state)
        TEXT_LOGIC_RESET : next_state = TMS ? TEXT_LOGIC_RESET  : RUN_TEXT_IDLE;
        RUN_TEXT_IDLE    : next_state = TMS ? SELECT_DR_SCAN    : RUN_TEXT_IDLE;
        SELECT_DR_SCAN   : next_state = TMS ? SELECT_IR_SCAN    : CAPTURE_DR;
        CAPTURE_DR       : next_state = TMS ? EXIT1_DR          : SHIFT_DR;
        SHIFT_DR         : next_state = TMS ? EXIT1_DR          : SHIFT_DR;
        EXIT1_DR         : next_state = TMS ? UPDATE_DR         : PASUE_DR;
        PASUE_DR         : next_state = TMS ? EXIT2_DR          : PASUE_DR;
        EXIT2_DR         : next_state = TMS ? UPDATE_DR         : SHIFT_DR;
        UPDATE_DR        : next_state = TMS ? SELECT_DR_SCAN    : RUN_TEXT_IDLE;
        SELECT_IR_SCAN   : next_state = TMS ? TEXT_LOGIC_RESET  : CAPTURE_IR;
        CAPTURE_IR       : next_state = TMS ? EXIT1_IR          : SHIFT_IR;
        SHIFT_IR         : next_state = TMS ? EXIT1_IR          : SHIFT_IR;
        EXIT1_IR         : next_state = TMS ? UPDATE_IR         : PASUE_IR;
        PASUE_IR         : next_state = TMS ? EXIT2_IR          : PASUE_IR;
        EXIT2_IR         : next_state = TMS ? UPDATE_IR         : SHIFT_IR;
        UPDATE_IR        : next_state = TMS ? SELECT_DR_SCAN    : RUN_TEXT_IDLE;
        default: begin
        end
    endcase
end
always @(posedge TCK) begin
    case (tap_state)
        CAPTURE_IR : begin
            shift_reg <= {35'd0, DTM_TAP_REG_IDCODE};
        end
        SHIFT_IR : begin
            shift_reg <= {35'd0, {TDI, shift_reg[4:1]}};
        end
        CAPTURE_DR: begin
            case (ir_reg)
                DTM_TAP_REG_IDCODE: shift_reg <= {8'd0, idcode};
                DTM_TAP_REG_DTMCS : shift_reg <= {8'd0, dtmcs};
                DTM_TAP_REG_DMI   : shift_reg <= 0;  
                DTM_TAP_REG_BYPASS: shift_reg <= 40'd0;
            endcase
        end
        SHIFT_DR:begin
            case (ir_reg)
                DTM_TAP_REG_IDCODE: shift_reg <= {8'd0, TDI, shift_reg[31:1]};
                DTM_TAP_REG_DTMCS : shift_reg <= {8'd0, TDI, shift_reg[31:1]};
                DTM_TAP_REG_DMI   : shift_reg <= 0;  
                DTM_TAP_REG_BYPASS: shift_reg <= 0;  
            endcase
        end
        default: begin
            shift_reg <= shift_reg;
        end
    endcase
end
always @(posedge TCK) begin
    if(tap_state == TEXT_LOGIC_RESET) begin
        ir_reg <= DTM_TAP_REG_IDCODE;
    end
    else if(tap_state == UPDATE_IR) begin
        ir_reg <= shift_reg[4:0];
    end
end
always @(posedge TCK) begin
    if(tap_state == SHIFT_IR) begin
        TDO <= shift_reg[0];
    end
    else if(tap_state == SHIFT_DR) begin
        TDO <= shift_reg[0];
    end
    else begin
        TDO <= 1'd0;
    end
end
endmodule
```
==> summary.txt <==
Figures from the flow reports.

Final timing:
- Setup repair after global routing left no endpoint under its margin.
- The run puts the final worst setup slack at 2.062 ns.
- The run gives the final worst hold slack as 0.4868 ns.
- The flow reports an fmax of ~430 MHz.
- The run puts the final period demand of the worst path at 2.338 ns.
- The run puts the final setup skew at 0.008139 ns.
- The run gives the number of slew-limit violations in the final report as 0.
- The run puts the number of failing hold endpoints at the final stage at 0.
- The run puts the actual transition at the worst max-transition pin at 0.8555 ns.
- The run gives the final-layout setup total negative slack as 0 ns.
- The run gives the number of setup violations in the final report as 0.
- In this run the tightest slew margin relative to its limit is a little over two fifths.
- The run gives the post-route clock period utilization as between 50% and 60%.

Route:
- The run puts the count of inserted antenna diode cells at 0.
- The first detailed-routing pass took 4 iterations.
- The run puts the wire length after detailed routing at 2.915 mm.
- The run gives the number of nets with antenna violations after routing as 0.
- The run gives the total vias in the final route as 1096.
- The script logs the mean routed wire length per placed instance as 13.50 um.
- The run gives the DRC violation count after routing as 0.
- The run gives the violation tally from detailed-route iteration zero as approximately 66.
- Using the TritonRoute via totals, the vias-per-cell ratio works out to 5.074.

Yosys:
- Summing all multiplexer cells gives an area fraction of 2.526%.
- Per the synth stats, the flop cell with the highest instance count is sky130_fd_sc_hd__edfxtp_1.
- The run gives the xor/xnor cell area share of the yosys netlist as 0%.
- After synthesis, the largest family of logic cells by area is simple AND/OR/NAND/NOR gates.
- Counting flops and latches in the post-synthesis netlist gives ~54.
- The run puts the sequential-to-total area share from yosys stat at 73.01%.
- The run puts the simple-gate portion of the synthesized area at roughly 16%.
- The run puts the chip area estimate from yosys synthesis at 2031 um2.
- The run puts the compound-cell area share of the yosys netlist at 5.977%.
- The synthesis report lists the most area-consuming cells as sky130_fd_sc_hd__edfxtp_1 (47%), sky130_fd_sc_hd__dfrtp_1 (18%), sky130_fd_sc_hd__and3_1 (8.3%).
- The run puts the share of synthesized cell area in full adder, half adder and majority cells at 0%.
- The run gives the average cell area after synthesis as 13.91 um2.
- Synthesis instantiated 29 different standard cells from the library.
- The run gives the area fraction of the dominant cell type after synthesis as 47.32%.
- The run gives the count of yosys warnings during synthesis as 65.
- The run puts the area of the mapped netlist at 2031 um2.
- The synthesis report gives the async set-or-reset register share as between 20% and 30%.
- The cell type that accounts for the most area after synthesis is sky130_fd_sc_hd__edfxtp_1.
- In the synthesized netlist, the number of instances is 146.
- The run gives the number of cells in Yosys stat as approximately 150.
- The run puts the count of flip-flops with a built-in enable after synthesis at 32.

Worst setup path:
- The run puts the path depth of the worst reg2reg path at 4.
- The run puts the largest driver fanout on the critical path at 36.
- STA classifies the critical path endpoint as a register.
- The signal on the critical path passes through nor2_1 -> o32a_2 -> nand2_1 -> buf_4.
- The worst setup path is launched from a register.
- The run gives the required arrival time at the worst endpoint as 4.35 ns.
- The run gives the largest stage delay on the critical path as about 0.91 ns.
- The critical path's slowest stage uses the library cell sky130_fd_sc_hd__dfrtp_1.
- In the setup report, the worst path falls into the class register to register.
- The run gives the endpoint arrival time on the critical path as 2.29 ns.

Hold path:
- The run gives the worst hold path class as register to register.
- The number of cells on the worst hold path is listed as 1.

Clocking:
- The run gives the source-to-sink clock delay at the later pin of the worst-skew pair as roughly 0.3 ns.
- Per the TritonCTS log, the buffer count is 5.
- The tree is rooted in a sky130_fd_sc_hd__clkbuf_8.
- The run gives the number of resized instances in the post-cts repair step as 0.
- The run gives the buffer depth of the longest clock path as 2.
- The run puts the maximum level of the CTS H-tree at 2.
- The number of hold buffers added after CTS was 0.
- The run gives the CTS tree as built.
- The run gives the clock sink count as 54.
- The run gives the number of buffers inserted to repair setup after CTS as 0.
- Per the post-CTS timing run, clock transition at the registers of the reported paths is 0.08 ns.

Floorplan:
- The run gives the area inside the core boundary as 4817 um2.
- In this run the full chip footprint comes out at 5366 um2.
- The run puts the chip height at ~73 um.
- In this run the horizontal extent of the chip is 73.25 um.
- The run gives the top-level I/O count as 5.
- The run puts the share of the core filled by cells before placement at 42.16%.
- The run gives the row count as 25.

Global route:
- The run gives the number of antenna violations at the first check in global routing as 0.
- The run gives the via count of the first global-routing pass as 1018.
- The global routing report lists combined usage of all routing layers as 12.45%.
- The run gives the total overflow reported by the global router as 0.
- The run puts the first-pass GRT wire length at 4.788 mm.
- The run puts the pin count of the biggest net entering global routing at 37.

Finish:
- The top cell types in the final layout, fill and taps aside, are sky130_fd_sc_hd__edfxtp_1 (32), sky130_fd_sc_hd__and3_1 (27), sky130_fd_sc_hd__nor2_1 (17), sky130_fd_sc_hd__dfrtp_1 (15), sky130_fd_sc_hd__dfxtp_1 (6).
- The finished cells cover 2191 um2.
- Fill cells in the final layout number 437.
- The finished layout holds 216 standard cells, fillers aside.
- The run gives the highest-count logic cell in the final layout as sky130_fd_sc_hd__edfxtp_1.
- Compared with the post-synthesis result, the final layout area differs by 7.887%.
- The run gives the number of flip-flops in the largest register as 32.
- Per the final layout report, the fraction of cells sized above drive strength 1 comes to 8.054%.

Placement:
- The detailed placer reported the number of placed instances as 208.
- In this run the cell area measured after placement is 2110 um2.
- The run gives the number of buffers added on ports as 4.
- The run gives the global placer's final weighted congestion as 0.7975.
- The wire-length estimate of the detail-placed layout is between 1.5 and 2 mm.
- The run gives the worst slack after detailed placement as 2.090 ns.

Power:
- The run puts the static leakage power at a little over 0.9 nW.
- The run gives the worst voltage drop across the vdd grid as 315.2 uV.
- Dividing total power by cell area gives a power density of 471.5 nW/um2.

Job:
- The run gives the total of max-cap violations as 0.
- The run puts the count of tool warnings at 25.

Status:
- The flow ran to the end, and the final reports show no timing, DRC or antenna violations.
-- synthesized netlist by cell type, drive strengths merged (3+ instances only) --
library cell,n
edfxtp,32
and3,27
nor2,17
dfrtp,15
clkbuf,8
dfxtp,6
mux2i,4
nand2,4
nor2b,4
o21a,4
o21ai,4
and2,3
-- final timing paths --
path	from	to	slack, ns
setup / recovery	tap_state[2]	shift_reg[31]	2.06
hold / removal	tap_state[10]	tap_state[1]	0.49
setup reg to reg	tap_state[2]	shift_reg[31]	2.06
max in group asynchronous	rst_n	tap_state[2]	3.00
hold reg to reg	tap_state[10]	tap_state[1]	0.49
min in group asynchronous	rst_n	tap_state[5]	0.98
-- worst max-delay path, delay by kind of cell (launching register included) --
family | cells | cell delay, ns
DFF | 1 | 0.91
AOI/OAI and AO/OA | 1 | 0.38
buffers and inverters | 1 | 0.37
and+or+nand+nor | 2 | 0.34
-- routing by layer --
layer  part of all wire, %  GRT usage [%]
met1                    51          22.47
met2                    45          16.87
met3                   3.1          3.606
met4                  0.99          1.307
met5                     0              0
-- area by class of cell --
cell class                      count  area, um2  share of cell area (%)
Multi-Input combinational cell     81      491.7                   22.44
Timing Repair Buffer                5      47.55                   2.170
Sequential cell                    54       1483                   67.68
Inverter                            1      3.754                  0.1713
Clock buffer                        6      72.57                   3.312
Clock inverter                      2      8.758                  0.3998
Tap cell                           67      83.83                   3.826
-- where the power goes --
group | total [W] | switching [W] | internal (W) | leakage (nW)
registers | 0.000649 | 0.0000380 | 0.000611 | 0.566
clock network | 0.000253 | 0.000143 | 0.000110 | 0.0426
logic | 0.000131 | 0.0000772 | 0.0000543 | 0.305
total | 0.00103 | 0.000258 | 0.000775 | 0.914
-- metrics by stage --
stage	total power [W]	utilization [%]
after floorplan	0.0007608	-
after global placement	0.0007852	43.79
after detailed placement	0.0007897	43.79
after CTS	0.001040	45.48
after global routing	0.001081	45.48
final	0.001033	45.48
-- logic make-up (layout without fill, tap and decap cells) --
family | after synthesis | in the layout
AOI/OAI and AO/OA | 17 | 17
muxes | 5 | 5
and+or+nand+nor | 59 | 59
buffers and inverters | 11 | 14
DFF | 54 | 54
Power and IR drop assume default switching activity.
