==> design.v <==
module xbus (
    input clk   ,
    input rst_n ,
    input      [31:0] m0_addr_i,
    input      [31:0] m0_data_i,
    output reg [31:0] m0_data_o,
    input             m0_we_i,
    input             m0_req,
    input      [31:0] m1_addr_i,
    input      [31:0] m1_data_i,
    output reg [31:0] m1_data_o,
    input             m1_we_i,
    input             m1_req,
    input      [31:0] m2_addr_i,
    input      [31:0] m2_data_i,
    output reg [31:0] m2_data_o,
    input             m2_we_i,
    input             m2_req,
    input      [31:0] m3_addr_i,
    input      [31:0] m3_data_i,
    output reg [31:0] m3_data_o,
    input             m3_we_i,
    input             m3_req,
    output reg [31:0] s0_addr_o,
    input      [31:0] s0_data_i,
    output reg [31:0] s0_data_o,
    output reg        s0_we_o,
    output reg [31:0] s1_addr_o,
    input      [31:0] s1_data_i,
    output reg [31:0] s1_data_o,
    output reg        s1_we_o,
    output reg [31:0] s2_addr_o,
    input      [31:0] s2_data_i,
    output reg [31:0] s2_data_o,
    output reg        s2_we_o,
    output reg [31:0] s3_addr_o,
    input      [31:0] s3_data_i,
    output reg [31:0] s3_data_o,
    output reg        s3_we_o,
    output reg [31:0] s4_addr_o,
    input      [31:0] s4_data_i,
    output reg [31:0] s4_data_o,
    output reg        s4_we_o,
    output reg [31:0] s5_addr_o,
    input      [31:0] s5_data_i,
    output reg [31:0] s5_data_o,
    output reg        s5_we_o  ,
    output reg        hold_o
);
localparam ZERO = 32'd0;
localparam WE_DISABLE = 1'd0;
localparam NOP = 32'd1;
localparam MASTER0 = 4'b0001;
localparam MASTER1 = 4'b0010;
localparam MASTER2 = 4'b0100;
localparam MASTER3 = 4'b1000;
reg [3:0] grant;
always @(*) begin
    if(m3_req) begin
        grant  = MASTER3;
        hold_o = 1'd1;
    end
    else if(m0_req) begin
        grant  = MASTER0;
        hold_o = 1'd1;
    end
    else if(m2_req) begin
        grant  = MASTER2;
        hold_o = 1'd1;
    end
    else begin
        grant  = MASTER1;
        hold_o = 1'd0;
    end
end
always @(*) begin
    m0_data_o = ZERO;
    m1_data_o = NOP;
    m2_data_o = ZERO;
    m3_data_o = ZERO;
    s0_addr_o = ZERO;
    s0_data_o = ZERO;
    s0_we_o   = WE_DISABLE;
    s1_addr_o = ZERO;
    s1_data_o = ZERO;
    s1_we_o   = WE_DISABLE;
    s2_addr_o = ZERO;
    s2_data_o = ZERO;
    s2_we_o   = WE_DISABLE;
    s3_addr_o = ZERO;
    s3_data_o = ZERO;
    s3_we_o   = WE_DISABLE;
    s4_addr_o = ZERO;
    s4_data_o = ZERO;
    s4_we_o   = WE_DISABLE;
    s5_addr_o = ZERO;
    s5_data_o = ZERO;
    s5_we_o   = WE_DISABLE;
    case (grant)
        MASTER0: begin
            case (m0_addr_i[31:28])
                4'd0: begin
                    s0_addr_o = {4'd0, m0_addr_i[27:0]};
                    s0_data_o = m0_data_i;
                    m0_data_o = s0_data_i;
                    s0_we_o   = m0_we_i;
                end
                4'd1: begin
                    s1_addr_o = {4'd0, m0_addr_i[27:0]};
                    s1_data_o = m0_data_i;
                    m0_data_o = s1_data_i;
                    s1_we_o   = m0_we_i;
                end
                4'd2: begin
                    s2_addr_o = {4'd0, m0_addr_i[27:0]};
                    s2_data_o = m0_data_i;
                    m0_data_o = s2_data_i;
                    s2_we_o   = m0_we_i;
                end
                4'd3: begin
                    s3_addr_o = {4'd0, m0_addr_i[27:0]};
                    s3_data_o = m0_data_i;
                    m0_data_o = s3_data_i;
                    s3_we_o   = m0_we_i;
                end
                4'd4: begin
                    s4_addr_o = {4'd0, m0_addr_i[27:0]};
                    s4_data_o = m0_data_i;
                    m0_data_o = s4_data_i;
                    s4_we_o   = m0_we_i;
                end
                4'd5: begin
                    s5_addr_o = {4'd0, m0_addr_i[27:0]};
                    s5_data_o = m0_data_i;
                    m0_data_o = s5_data_i;
                    s5_we_o   = m0_we_i;
                end
                default: 
                begin
                end
            endcase
        end
        MASTER1: begin
            case (m1_addr_i[31:28])
                4'd0: begin
                    s0_addr_o = {4'd0, m1_addr_i[27:0]};
                    s0_data_o = m1_data_i;
                    m1_data_o = s0_data_i;
                    s0_we_o   = m1_we_i;
                end
                4'd1: begin
                    s1_addr_o = {4'd0, m1_addr_i[27:0]};
                    s1_data_o = m1_data_i;
                    m1_data_o = s1_data_i;
                    s1_we_o   = m1_we_i;
                end
                4'd2: begin
                    s2_addr_o = {4'd0, m1_addr_i[27:0]};
                    s2_data_o = m1_data_i;
                    m1_data_o = s2_data_i;
                    s2_we_o   = m1_we_i;
                end
                4'd3: begin
                    s3_addr_o = {4'd0, m1_addr_i[27:0]};
                    s3_data_o = m1_data_i;
                    m1_data_o = s3_data_i;
                    s3_we_o   = m1_we_i;
                end
                4'd4: begin
                    s4_addr_o = {4'd0, m1_addr_i[27:0]};
                    s4_data_o = m1_data_i;
                    m1_data_o = s4_data_i;
                    s4_we_o   = m1_we_i;
                end
                4'd5: begin
                    s5_addr_o = {4'd0, m1_addr_i[27:0]};
                    s5_data_o = m1_data_i;
                    m1_data_o = s5_data_i;
                    s5_we_o   = m1_we_i;
                end
                default: 
                begin
                end
            endcase
        end
        MASTER2: begin
            case (m2_addr_i[31:28])
                4'd0: begin
                    s0_addr_o = {4'd0, m2_addr_i[27:0]};
                    s0_data_o = m2_data_i;
                    m2_data_o = s0_data_i;
                    s0_we_o   = m2_we_i;
                end
                4'd1: begin
                    s1_addr_o = {4'd0, m2_addr_i[27:0]};
                    s1_data_o = m2_data_i;
                    m2_data_o = s1_data_i;
                    s1_we_o   = m2_we_i;
                end
                4'd2: begin
                    s2_addr_o = {4'd0, m2_addr_i[27:0]};
                    s2_data_o = m2_data_i;
                    m2_data_o = s2_data_i;
                    s2_we_o   = m2_we_i;
                end
                4'd3: begin
                    s3_addr_o = {4'd0, m2_addr_i[27:0]};
                    s3_data_o = m2_data_i;
                    m2_data_o = s3_data_i;
                    s3_we_o   = m2_we_i;
                end
                4'd4: begin
                    s4_addr_o = {4'd0, m2_addr_i[27:0]};
                    s4_data_o = m2_data_i;
                    m2_data_o = s4_data_i;
                    s4_we_o   = m2_we_i;
                end
                4'd5: begin
                    s5_addr_o = {4'd0, m2_addr_i[27:0]};
                    s5_data_o = m2_data_i;
                    m2_data_o = s5_data_i;
                    s5_we_o   = m2_we_i;
                end
                default: 
                begin
                end
            endcase
        end
        MASTER3: begin
            case (m3_addr_i[31:28])
                4'd0: begin
                    s0_addr_o = {4'd0, m3_addr_i[27:0]};
                    s0_data_o = m3_data_i;
                    m3_data_o = s0_data_i;
                    s0_we_o   = m3_we_i;
                end
                4'd1: begin
                    s1_addr_o = {4'd0, m3_addr_i[27:0]};
                    s1_data_o = m3_data_i;
                    m3_data_o = s1_data_i;
                    s1_we_o   = m3_we_i;
                end
                4'd2: begin
                    s2_addr_o = {4'd0, m3_addr_i[27:0]};
                    s2_data_o = m3_data_i;
                    m3_data_o = s2_data_i;
                    s2_we_o   = m3_we_i;
                end
                4'd3: begin
                    s3_addr_o = {4'd0, m3_addr_i[27:0]};
                    s3_data_o = m3_data_i;
                    m3_data_o = s3_data_i;
                    s3_we_o   = m3_we_i;
                end
                4'd4: begin
                    s4_addr_o = {4'd0, m3_addr_i[27:0]};
                    s4_data_o = m3_data_i;
                    m3_data_o = s4_data_i;
                    s4_we_o   = m3_we_i;
                end
                4'd5: begin
                    s5_addr_o = {4'd0, m3_addr_i[27:0]};
                    s5_data_o = m3_data_i;
                    m3_data_o = s5_data_i;
                    s5_we_o   = m3_we_i;
                end
                default: 
                begin
                end
            endcase
        end
        default: begin
        end
    endcase
end
endmodule
==> run.sh <==
#!/bin/bash
# OpenROAD 26Q1-2900-gdf79404cd8, Yosys 0.63+post, stock flow scripts
make -C /OpenROAD-flow-scripts/flow DESIGN_CONFIG=/design/flow/config.mk WORK_HOME=/design/flow/orfs finish
==> config.mk <==
export PLATFORM = sky130hd
export DESIGN_NAME = xbus
export DESIGN_NICKNAME = xbus
export VERILOG_FILES = /design/flow/design.v
export SDC_FILE = /design/flow/constraint.sdc
export NUM_CORES = 4
export LEC_CHECK = 1
export CORE_AREA = 10 10 377 377
export DIE_AREA = 0 0 387 387
==> constraint.sdc <==
current_design xbus

set clk_period 72.3
set clk_io_pct 0.2

create_clock -name clk0 -period $clk_period

set non_clock_inputs [all_inputs -no_clocks]
set_input_delay [expr $clk_period * $clk_io_pct] -clock clk0 $non_clock_inputs
set_output_delay [expr $clk_period * $clk_io_pct] -clock clk0 [all_outputs]
==> results_slide.txt <==
Flow Results at a Glance

Synthesis
  • Mean Syn Cell Area: 6.80 µm²
  • Synth top area share: 19.4%
  • Cell area leaders: a32oi_1 (19%), o221ai_1 (16%), a22oi_1 (9.3%), nand2_1 (7.4%), clkbuf_1 (5.3%)
  • Sequential area share after synthesis: 0%
  • Synth cell count leaders: a32oi_1 (312), nand2_1 (278), o221ai_1 (260)
  • Mapped Cells: 2068
  • Synth unique cells: 51
  • YS chip area: 0.0141 mm²
  • Cell taking the most area after synthesis: a32oi_1
  • Post-Syn Area: 0.0141 mm²
  • Synth warnings: 1
  • # Cells Yosys: 2068
  • Most frequent cell after synthesis: a32oi_1

Clock tree
  • Post-CTS resize count: 0
  • Hold Buf Count CTS: 0
  • Number of setup buffers added after CTS: 0

Pwr
  • Maximum vdd drop: 5.21 µV
  • PwrDens: 4.49 mW/mm²
  • Clock network power share: 0%
  • Internal power: 46.1 µW
  • Net Sw Frac: 59.5%
  • Logic gate share of total power: 100.0%
  • Sw Pwr: 67.7 µW
  • P_leak: 6.85 nW
  • Flop pwr share: 0%
  • Final Power: 114 µW

Placement
  • Number of buffers added on ports: 950
  • Detailed placement HPWL: 156000 µm
  • GPL Wtd Cong: 1.02
  • Placed cell count: 4561
  • Placed inst area: 0.0253 mm²

Hold path
  • Worst Hold Launch: m1_addr_i[17]
  • Hold Path Stages: 4
  • Hold Path End: s0_addr_o[17]
  • Hold WC Path Type: input port to output pin

Final timing
  • Slew HR: 39.9%
  • RSZ-0062 raised after global routing: no
  • Post-layout period usage: 46.2%
  • Final max-slew violation count: 0
  • Final hold vios: 0
  • F_max: 0.0300 GHz
  • Final Critical Period: 33380 ps
  • Setup violators final: 0
  • Slew @ Worst Pin: 897 ps
  • Setup_tns: 0 ps

Finish
  • Design area: 0.0254 mm²
  • Share of cells above drive strength 1: 7.02%
  • Seq_cells: 0
  • Syn-to-layout area delta: 80.3%
  • Sequential Area: 0 µm²
  • Multi-input logic area: 0.0128 mm²
  • Fillers: 14900
  • Clock buf count: 0
  • Post-route insts no fill: 4589

GRT
  • Largest net degree at the start of global routing: 70
  • First-pass GRT wire length: 256000 µm
  • Gr usage total: 25.0%
  • Overflow after GRT: 0
  • Vias in the first global route: 24500
  • Initial antenna violation count: 77

Drt
  • Vias: 26900
  • Final ANT Viol Nets: 0
  • Via/cell ratio: 5.86
  • Wire per inst: 43.2 µm
  • DR iter-0 viols: 5111
  • Total Wirelength: 198000 µm
  • # DRC: 0
  • Drt first pass iters: 10

Run
  • Number of OpenROAD warnings: 35
  • MaxCap Viol Count: 0

Run status
  • Status: completed

Setup path
  • Crit path max-delay cell type: clkdlybuf4s50_1
  • Crit Path Category: input port to output pin
  • Setup crit end kind: output pin
  • Crit path DAT: 18920 ps
  • CP Launch Type: input port
  • Largest stage delay, worst path: 790 ps
  • Worst EP required: 57840 ps
  • CP cell instances: clkdlybuf4s50_1 > nor3b_2 > nor2b_4 > buf_4 > buf_4 > a22oi_1 > a21oi_1 > clkdlybuf4s50_1
  • Worst Path Max Fanout: 26

Die
  • Die X: 387 µm
  • IO Pins: 977
  • Die Ht: 387 µm
  • Num rows: 134
  • FP Util: 10.5%
  • Die area: 0.150 mm²
  • Core ar.: 0.134 mm²
## layer usage
metal	global-route usage [%]	part of all wire, %	wire (µm)
met1	31.2	38	76200
met2	37.2	43	84300
met3	10.1	13	25400
met4	11.8	6.1	12100
met5	0.0956	0.089	177
## power by group through the flow
stage	clock, mW	sequential (mW)	combinational [mW]
4_1_cts	0	0	0.110
5_1_grt	0.0000000398	0	0.117
6_report	0.0000000534	0	0.114
## worst max-delay path: cells and delay by family
kind	cells	cell delay (ps)
AND-OR/OR-AND	2	630
AND/OR/NAND/NOR	2	1340
buffers and inverters	4	2350
## layout make-up
| class | instances | share of cell area [%] |
|---|---|---|
| Inverter | 2 | 0.0296 |
| Tap cell | 1768 | 8.72 |
| Antenna cell | 28 | 0.276 |
| Multi-Input combinational cell | 1732 | 50.3 |
| Timing Repair Buffer | 1059 | 40.6 |
## cells in the final DEF, fill, tap and decap left out, types with 5 or more instances in the layout
| master | n |
|---|---|
| a222oi_1 | 69 |
| a221oi_1 | 27 |
| nand3_1 | 11 |
| mux2_2 | 31 |
| a22oi_1 | 174 |
| buf_4 | 109 |
| mux2i_1 | 49 |
| and2_1 | 53 |
| buf_2 | 5 |
| nor2_1 | 49 |
| nand2_1 | 274 |
| o22ai_1 | 18 |
| and2_0 | 10 |
| nor2b_1 | 6 |
| clkdlybuf4s50_1 | 944 |
| a21oi_1 | 104 |
| a221o_1 | 18 |
| a2bb2oi_1 | 18 |
| a31oi_1 | 41 |
| a22o_1 | 47 |
| diode_2 | 28 |
| o211ai_1 | 61 |
| a32oi_1 | 312 |
| o21ai_0 | 12 |
| o221ai_1 | 260 |
| conb_1 | 24 |
## through the flow
step	hold slack, ps	utilization [%]	worst slack (ps)
after floorplan	28990	-	42080
after global placement	29900	18.9	38890
after detailed placement	29900	18.9	38880
after CTS	29910	18.9	38860
after global routing	29940	19.0	38730
final	29900	19.0	38920
## worst max-delay path by stage
stage	start	depth (start not counted)	slack (ps)	to
after CTS	m1_addr_i[29]	8	38860	m1_data_o[18]
final	m1_addr_i[29]	8	38920	m1_data_o[18]
after global routing	m1_addr_i[29]	8	38730	m1_data_o[18]
## logic make-up (layout without fill, tap and decap cells)
family / Yosys count / after routing / synth area share, %
buffers and inverters: 359 / 1061 / 11.4
AND/OR/NAND/NOR: 463 / 463 / 15.6
multiplexers: 80 / 80 / 5.97
other: 1 / 52 / 0.0267
AND-OR/OR-AND: 1165 / 1165 / 67.0
No activity file was given, so power comes from the tool's default toggle rates.
